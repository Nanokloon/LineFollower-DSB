File: design.v
module timebase 
   (input logic clk,
    input logic reset,
    output logic [20:0] count);
    logic [20:0] next_count;
    always_ff @(posedge clk)
    begin
        if(reset)
            count <= 0;
        else
            count <= next_count;
    end
    assign next_count=count+1;
endmodule
File: run.sh
#!/bin/bash
# OpenROAD 26Q1-2900-gdf79404cd8, Yosys 0.63+post, stock flow scripts
make -C /OpenROAD-flow-scripts/flow DESIGN_CONFIG=/design/flow/config.mk WORK_HOME=/design/flow/orfs finish
File: config.mk
export PLATFORM = sky130hd
export DESIGN_NAME = timebase
export DESIGN_NICKNAME = timebase
export VERILOG_FILES = /design/flow/design.v
export SDC_FILE = /design/flow/constraint.sdc
export NUM_CORES = 4
export LEC_CHECK = 1
export CORE_AREA = 10 10 77 77
export DIE_AREA = 0 0 87 87
File: constraint.sdc
current_design timebase

set clk_period 4.6
set clk_io_pct 0.2

create_clock -name clk0 -period $clk_period [get_ports {clk}]

set non_clock_inputs [all_inputs -no_clocks]
set_input_delay [expr $clk_period * $clk_io_pct] -clock clk0 $non_clock_inputs
set_output_delay [expr $clk_period * $clk_io_pct] -clock clk0 [all_outputs]
==> metrics.yaml <==
status: "completed"
max_freq_ghz: 0.455
required_ps: 3680
pwr-share-seq: 0.594
cpPeakStageDelay_ps: 530
yosys-stat-cells: 105
hold_path.class: "register to register"
top_regs: "count: 21 flops"
path_cells: "clkdlybuf4s50_1"
root_buffer: "clkbuf_8"
ys_warn_count: 1
p_comb_frac: 0.039
ys_seq_share: 0.454
clockPowerShare: 0.367
crit_type: "register to output pin"
die-width_um: 87
slew_violations: 0
die-height_um: 87
switching_share: 0.204
setup_viol: 0
wire_per_inst_um: 11.7
cts_setup_buffers: 0
drt-total-wl_mm: 2.11
worst_pin_slew_ps: 748
clkSlewWorstSetupHoldPaths_ps: 70
first_iter_violations: 63
area_growth_pct: 34.5
numCtsBuffers: 3
num_rows: 24
antenna_found_initial: 0
cts_resized: 0
grt_pass1_vias: 755
coreArea_um2: 4350
antenna_cells: 0
drc: 0
first_pass_iters: 4
fp_util: 0.213
rsz0062_at_grt: "no"
ir_worst_vdd_uv: 199
p_leak_nw: 0.379
top_register: "count"
synthTopCellsByCount: "dfxtp_1 (21), nor2_1 (15), xnor2_1 (9)"
io_buffers: 22
syn_area_um2: 926
hold_violations: 0
cts_tree: "built"
fillers: 471
critPathTopFamily: "buffers and inverters"
synth.top_cell.area_share: 0.454
via_per_inst: 4.44
grt.total_usage: 0.0562
drv_cap: 0
power_density_nw_per_um2: 254
intPower_uw: 252
vias: 800
path_max_fanout: 7
fin_worst_skew_ps: 1.01
path_buffers: 1
cts_sinks: 21
syn_area_per_cell_um2: 8.82
slowest_stage: "clkdlybuf4s50_1"
grt_max_degree: 22
log.warning_count: 25
io_pins: 23
fin_util: 0.286
cts_max_path_buffers: 2
hold_buffers: 0
globalplace.congestion: 0.733
fin_tns_setup_ps: 0
postSynthCellCount: 105
fin_crit_sh: 0.477
period_minus_slack_ps: 2200
cp.arrival_ps: 1280
synthDistinctLibCells: 21
switchingPower_uw: 64.7
slew-limit-headroom: 0.500
antenna_left: 0
ys_area_um2: 926
placed_cells: 176
largest_reg_flops: 21
htreeDepth: 1
top_cell: "dfxtp_1"
cp-end-kind: "output pin"
cp-start-kind: "register"
topCellsByArea: "dfxtp_1 (45%), xnor2_1 (8.5%), nor2_1 (6.1%)"
fin_cells: 180
whs_ps: 496
grt_pass1_wl_mm: 3.57
numSynthFlops: 21
synth_area_leader_cell: "dfxtp_1"
drive_gt1_frac: 0.0547
clk_latency_ps: 250
globalRouteOverflowTotal: 0
dieArea_um2: 7570
synth_top_flop_cell: "dfxtp_1"
async_flop_share: 0
synth-edff-count: 0
[per-stage QoR]
stage / setup slack, ps / power (mW) / instance area (µm²)
after floorplan: 2800 / 0.197 / 926
after global placement: 2440 / 0.205 / 1200
after detailed placement: 2430 / 0.205 / 1200
after CTS: 2370 / 0.324 / 1240
after global routing: 2300 / 0.334 / 1240
final: 2400 / 0.317 / 1240
[worst reg2reg max path: stages, from the launching register on]
cell,delay [ps]
dfxtp_1,430
nand4_1,320
or4_4,650
or3_1,370
a21oi_1,140
[cell type report]
class | instances | area, µm² | area share
clock buffers | 4 | 45.0 | 0.0362
inverters | 2 | 7.51 | 0.00603
flip-flops and latches | 21 | 420 | 0.338
multi-input cells | 79 | 487 | 0.391
well taps | 52 | 65.1 | 0.0523
repair buffers | 22 | 220 | 0.177
[cells by family after synthesis]
logic type / after synthesis / synth area share
AOI/OAI and AO/OA: 12 / 0.0649
xor gates and xnor gates: 13 / 0.123
adders and majority gates: 1 / 0.0135
buffers and inverters: 5 / 0.0203
DFF: 21 / 0.454
and+or+nand+nor: 53 / 0.324
[routing by layer]
metal  GRT usage  part of all wire  up-vias  wire length [µm]
met4     0.00589            0.0066        0                14
met1      0.0752              0.48      361              1020
met3      0.0264             0.084        2               178
li1            -                 -      420                 -
met2      0.0833              0.43       17               898
met5           0                 0        -                 0
[worst paths after layout]
check	slack, ps	cells after the start	start	to
worst max-delay path	2400	1	count[2]	count[2]
worst min-delay path	500	2	count[20]	count[20]
worst max register to register	2620	4	count[6]	count[17]
worst min register to register	500	2	count[20]	count[20]
[power by group through the flow]
stage	Combinational [mW]	Clock, mW	Sequential (mW)
4_1_cts	0.0129	0.123	0.188
5_1_grt	0.0140	0.131	0.189
6_report	0.0125	0.116	0.188
[cell usage in the layout, fill, tap and decap left out]
cell	count
clkdlybuf4s50_1	22
dfxtp_1	21
nor2_1	15
xnor2_1	9
nand3_1	8
nand2_1	6
o21ai_0	6
a21oi_1	6
nand4_1	5
nor4_1	5
xor2_1	4
or3_1	4
clkbuf_8	3
inv_1	2
nor3_1	2
or4_4	2
nand4b_1	2
nand4_4	1
and4_2	1
nor2b_1	1
and3_1	1
ha_1	1
clkbuf_1	1
Power and IR drop assume default switching activity.
