## ./run.sh

```bash
#!/bin/bash
# OpenROAD 26Q1-2900-gdf79404cd8, Yosys 0.63+post, stock flow scripts
make -C /OpenROAD-flow-scripts/flow DESIGN_CONFIG=/design/flow/config.mk WORK_HOME=/design/flow/orfs finish
```

## ./config.mk

```make
export PLATFORM = sky130hd
export DESIGN_NAME = blinking_led
export DESIGN_NICKNAME = blinking_led
export VERILOG_FILES = /design/flow/design.v
export SDC_FILE = /design/flow/constraint.sdc
export NUM_CORES = 4
export LEC_CHECK = 1
export CORE_UTILIZATION = 30
```

## ./constraint.sdc

```tcl
current_design blinking_led

set clk_period 3.2
set clk_io_pct 0.2

create_clock -name clk0 -period $clk_period [get_ports {clk}]

set non_clock_inputs [all_inputs -no_clocks]
set_input_delay [expr $clk_period * $clk_io_pct] -clock clk0 $non_clock_inputs
set_output_delay [expr $clk_period * $clk_io_pct] -clock clk0 [all_outputs]
```

## ./design.v

```verilog
module blinking_led (
    input  logic clk,
    input  logic rst,
    input  logic short,
    output logic led
  );
  logic [26:0] count;
  logic led_long, led_short;
  always_ff @(posedge clk) begin
    if (rst)
      count <= 0;
    else
      if (count >= 100_000_000 - 1)
        count <= 0;
      else
        count <= count + 1;
  end
  assign led_long  = (count < 50_000_000);
  assign led_short = (count < 25_000_000);
  assign led = short ? led_short : led_long;
endmodule
```

==> impl_metrics.py <==
# Metrics from the implementation run
metrics = {
    "grt": {
        "antenna_found_initial": 0,
        "grt_pass1_vias": 1184,
        "grt_first_pass_wirelength_microns": 5600,
        "track_usage_pct": 13.5,
        "grt_overflow": 0,
        "grt_start_max_net_pins": 28,
    },
    "job": {
        "tool_warnings": 25,
        "drv_cap": 0,
    },
    "final_layout": {
        "syn2layout_area_growth_pct": 7.78,
        "drive_above_1_share_pct": 7.88,
        "lay_top_count": "dfxtp_1",
        "layout.filler_cells": 497,
        "largest_reg_flops": 27,
        "fin_area_sq_um": 1610,
        "stdcell_count": 232,
        "top_regs": "count: 27 flops",
        "regMostFlops": "count",
        "layout_top_cells": "dfxtp_1, nor3_1, nand3_1",
        "mi_logic_area_sq_um": 893,
        "flop_area_sq_um": 541,
    },
    "outcome": {
        "status": "finished clean",
    },
    "clock_network": {
        "h-tree-depth": 1,
        "hold_buffers": 0,
        "numCtsBuffers": 3,
        "clk_latency_ns": 0.27,
        "postCtsSetupBuffers": 0,
        "cts-resized-gates": 0,
        "clkSlewWorstSetupHoldPaths_ns": 0.09,
        "clock_sinks": 27,
        "cts_tree": "built",
        "root_buffer": "clkbuf_8",
        "clk_path_buf_depth": 2,
    },
    "synthesis": {
        "area_leaders": "dfxtp_1, a211oi_1, xor2_1",
        "ys_ff": 27,
        "yosysChipArea_sq_um": 1500,
        "synth.cell_area_sq_um": 1500,
        "yosysWarnings": 1,
        "ys_cells": 169,
        "postSynthSeqShare_pct": 36.2,
        "yosysTopAreaCellShare_pct": 36.2,
        "synth_cell_type_count": 38,
        "yosys.area.top_type": "dfxtp_1",
        "netlist_instances": 169,
        "avgSynthCellArea_sq_um": 8.85,
    },
    "placement": {
        "gp_congestion": 0.806,
        "postPlaceCellArea_sq_um": 1570,
        "dp_cells": 228,
        "hpwlAfterDp_microns": 2020,
        "dp_slack_ns": 0.569,
        "portBuffers": 3,
    },
    "die": {
        "core_sq_um": 4750,
        "die_w_microns": 72.6,
        "chip_area_sq_um": 5270,
        "rows": 25,
        "initCoreUtil_pct": 31.4,
        "io_pins": 4,
        "die_y_microns": 72.6,
    },
    "critical_path": {
        "crit_buf_inv": 1,
        "setup.worst_path.end_class": "output pin",
        "max_stage_delay_ns": 0.55,
        "crit_type": "reg2out",
        "worstPathRequired_ns": 2.56,
        "path_cells": "or4_1, o31ai_1, o21ai_0, a221oi_1, clkdlybuf4s50_1",
        "slowest_stage": "or4_1",
        "worst_ep_arrival_time_ns": 2.30,
        "cp-start-kind": "register",
        "worst-path-max-fanout": 5,
        "crit_family": "AND-OR/OR-AND gates",
    },
    "sta": {
        "fin_crit_ns": 2.94,
        "rsz0062_at_grt": "false",
        "period_used_pct": 91.9,
        "fmax_ghz": 0.340,
        "skew_ns": 0.00351,
        "setup_viol": 0,
        "slew-limit-headroom_pct": 68.5,
        "layout_setup_ws_ns": 0.259,
        "tightest_slew_ns": 0.471,
        "hold_violations": 0,
        "final_max_slew_viol_count": 0,
        "tns_ns": 0,
    },
    "detailed_routing": {
        "routedWlPerCell_microns": 13.6,
        "via_count": 1299,
        "diodes": 0,
        "vias_per_cell": 5.60,
        "postRouteAntennaNets": 0,
        "drtIter0Drc": 64,
        "first_pass_iters": 4,
        "wl_microns": 3170,
        "route.detailed.drc": 0,
    },
    "power_and_ir_drop": {
        "total_leakage_power_nw": 0.467,
        "p_per_area_nw_per_um2": 344,
        "ir_drop_mv": 0.152,
    },
    "min_path": {
        "worst_hold_path_type": "reg2reg",
    },
}
synthesized netlist by cell type:
master,count
a211oi_1,11
clkbuf_2,2
and4_1,3
nor3_1,14
nand4b_1,1
o21a_1,1
inv_1,1
a21oi_1,4
a2111oi_4,1
clkbuf_1,4
a211oi_2,2
o31ai_2,1
a221oi_1,2
and3_1,5
nand2_1,10
a41o_1,1
or4_4,3
nand3_2,1
or4_1,6
o31ai_1,7
nor2_1,2
o2111ai_1,1
ha_1,1
nand4_1,5
xnor2_1,3
a21o_1,1
or4b_1,1
nand3_1,12
o41ai_1,1
o21ai_0,8
nor4bb_1,1
nor3b_1,2
buf_6,1
buf_2,6
dfxtp_1,27
xor2_1,9
a31oi_1,1
or3_1,7
power breakdown:
part	leakage, nW	internal, mW	switching [mW]
sequential	0.218	0.339	0.00252
combinational	0.226	0.00716	0.00858
clock	0.0228	0.0894	0.109
layer usage:
metal | track usage [%] | vias up | share of wire, %
met4 | 1.74 | 0 | 1.5
met5 | 0 | - | 0
met1 | 19.3 | 618 | 52
met3 | 1.68 | 5 | 3.2
met2 | 22.7 | 23 | 43
li1 | - | 653 | -
final timing paths:
path	cells after the start	to	slack [ns]	from
max	5	led	0.26	count[10]
min	1	count[0]	0.49	count[0]
min reg2reg	1	count[0]	0.49	count[0]
max reg2reg	5	count[7]	0.99	count[6]
cells by family after synthesis:
kind of cell	synth area share [%]
adders and majority gates	0.837
DFF	36.2
buffers and inverters	4.69
AOI/OAI and AO/OA	21.8
xor gates and xnor gates	7.03
and+or+nand+nor	29.5
final cells by class:
class / instances / area share [%]
tap: 67 / 5.20
inverter: 1 / 0.233
timing repair buffer: 5 / 2.80
sequential: 27 / 33.5
clock buffer: 4 / 2.80
multi-input combinational: 128 / 55.4
worst reg2reg max path: cells and delay by family, from the launching register on:
kind | cells | cell delay (ns)
compound gates | 2 | 0.78
simple gates | 2 | 0.54
flops | 1 | 0.41
buf+inv | 1 | 0.37
stage by stage:
step | total power, mW | hold WS, ns | util, %
after global routing | 0.577 | 0.543 | 33.9
after detailed placement | 0.366 | 0.487 | 32.9
final | 0.555 | 0.491 | 33.9
after CTS | 0.560 | 0.501 | 33.9
after global placement | 0.365 | 0.476 | 32.9
after floorplan | 0.359 | 0.449 | -
Power figures rest on the tool's default switching activity, not on a simulated workload.
